==> design.v <==
module uart_tx_8n1 (
    clk,         
    txbyte,      
    senddata,    
    txdone,      
    tx,          
    );
    input clk;
    input[7:0] txbyte;
    input senddata;
    output txdone;
    output tx;
    parameter STATE_IDLE=8'd0;
    parameter STATE_STARTTX=8'd1;
    parameter STATE_TXING=8'd2;
    parameter STATE_TXDONE=8'd3;
    reg[7:0] state=8'b0;
    reg[7:0] buf_tx=8'b0;
    reg[7:0] bits_sent=8'b0;
    reg txbit=1'b1;
    reg txdone=1'b0;
    assign tx=txbit;
    always @ (posedge clk) begin
        if (senddata == 1 && state == STATE_IDLE) begin
            state <= STATE_STARTTX;
            buf_tx <= txbyte;
            txdone <= 1'b0;
        end else if (state == STATE_IDLE) begin
            txbit <= 1'b1;
            txdone <= 1'b0;
        end
        if (state == STATE_STARTTX) begin
            txbit <= 1'b0;
            state <= STATE_TXING;
        end
        if (state == STATE_TXING && bits_sent < 8'd8) begin
            txbit <= buf_tx[0];
            buf_tx <= buf_tx>>1;
            bits_sent = bits_sent + 1;
        end else if (state == STATE_TXING) begin
            txbit <= 1'b1;
            bits_sent <= 8'b0;
            state <= STATE_TXDONE;
        end
        if (state == STATE_TXDONE) begin
            txdone <= 1'b1;
            state <= STATE_IDLE;
        end
    end
endmodule
==> run.sh <==
#!/bin/bash
# OpenROAD 26Q1-2900-gdf79404cd8, Yosys 0.63+post, stock flow scripts
make -C /OpenROAD-flow-scripts/flow DESIGN_CONFIG=/design/flow/config.mk WORK_HOME=/design/flow/orfs finish
==> config.mk <==
export PLATFORM = sky130hd
export DESIGN_NAME = uart_tx_8n1
export DESIGN_NICKNAME = uart_tx_8n1
export VERILOG_FILES = /design/flow/design.v
export SDC_FILE = /design/flow/constraint.sdc
export NUM_CORES = 4
export LEC_CHECK = 1
export CORE_AREA = 10 10 110 110
export DIE_AREA = 0 0 120 120
==> constraint.sdc <==
current_design uart_tx_8n1

set clk_period 3.4
set clk_io_pct 0.2

create_clock -name clk0 -period $clk_period [get_ports {clk}]

set non_clock_inputs [all_inputs -no_clocks]
set_input_delay [expr $clk_period * $clk_io_pct] -clock clk0 $non_clock_inputs
set_output_delay [expr $clk_period * $clk_io_pct] -clock clk0 [all_outputs]
==> out/summary.log <==
qor: drt.detailedRoute.firstPassIterationCount 4
qor: final_timing.report.final.slew_viol_count 0
qor: clocking.clock_tree.buffer_depth 2
qor: die.core 0.00977 mm2
qor: status.run_status finished, final reports clean
qor: placed_design.gp_routability_congestion 0.813
qor: pwr.vdd_drop_max 0.000183 V
qor: placed_design.place.port_buffers 11
qor: drt.postRouteWirelength 1640 um
qor: drt.drt_drc_violations_left 0
qor: worst_setup_path.r2r.worst_path.cells 4
qor: global_route.antenna_violations_before_repair 0
qor: worst_setup_path.worstSetupPathType input port to flop
qor: die.fp-utilization 10.6%
qor: clocking.clock.latency.late_pin 0.26 ns
qor: finish.layout.area.comb 329 um2
qor: synth.synth_cells 82
qor: synth.synth-edff-count 16
qor: synth.avgSynthCellArea 12.6 um2
qor: synth.postSynth.asyncResetShare 0%
qor: clocking.cts_num_sinks 26
qor: pwr.powerDensity 401 mW/mm2
qor: worst_setup_path.critical_path_arrival 2.07 ns
qor: global_route.number_of_global_route_vias_before_repair 569
qor: worst_setup_path.register_to_register_setup_slack 1.29 ns
qor: drt.drtIter0Drc 39
qor: drt.n_antenna_cell 0
qor: finish.final_area 0.00133 mm2
qor: clocking.path_clk_slew 0.08 ns
qor: synth.synth.cell_area 0.00103 mm2
qor: final_timing.fin_skew 0.00246 ns
qor: clocking.cts_hold_buffers 0
qor: final_timing.achievable-frequency 463 MHz
qor: synth.synth_unique_cells 22
qor: synth.synth.yosys.warnings 1
qor: drt.routed-via-count 583
qor: worst_setup_path.worstPathRequired 3.31 ns
qor: final_timing.post-route-period-util 63.5%
qor: global_route.global_route.usage.total 2.33%
qor: global_route.grt_first_pass_wirelength 2840 um
qor: finish.instances_no_fill 224
qor: synth.synth_flops 26
qor: final_timing.setup_viol 0
qor: synth.number_of_cell_instances_after_yosys_synthesis 82
qor: drt.route.antenna.remaining_nets 0
qor: finish.synthToLayoutAreaGrowth 29.0%
qor: min_path.worst_hold_path_type flop to flop
qor: die.die_ht 120 um
qor: synth.synth-main-ff-cell sky130_fd_sc_hd__edfxtp_1
qor: pwr.static-leakage-power 0.000390 uW
qor: min_path.min_to state[6]
qor: synth.yosys-top-cells-area sky130_fd_sc_hd__edfxtp_1, sky130_fd_sc_hd__dfxtp_1, sky130_fd_sc_hd__mux2_2, sky130_fd_sc_hd__clkbuf_1, sky130_fd_sc_hd__nand2_1
qor: placed_design.dpl-instance-area 0.00129 mm2
qor: worst_setup_path.critPathMaxFanout 7
qor: worst_setup_path.r2r_start state[4]
qor: final_timing.finalCriticalPeriod 2.16 ns
qor: synth.common_cells sky130_fd_sc_hd__edfxtp_1, sky130_fd_sc_hd__dfxtp_1, sky130_fd_sc_hd__clkbuf_1
qor: die.dieArea 0.0144 mm2
qor: final_timing.report.final.hold_viol_count 0
qor: final_timing.tightest_slew 0.675 ns
qor: synth.top_cell_area_share 46.5%
qor: synth.synth_top_cell_by_area sky130_fd_sc_hd__edfxtp_1
qor: finish.drive_above_1_share 12.1%
qor: placed_design.hpwlAfterDp 1200 um
qor: drt.wire_per_inst 7.32 um
qor: min_path.hp-start state[6]
qor: die.fp-row-count 36
qor: placed_design.placed_cells_incl_taps 220
qor: final_timing.max_slew_margin 54.8%
qor: worst_setup_path.worst_setup_path_end_kind flop
qor: finish.seq_area 681 um2
qor: worst_setup_path.critical_path.startpoint_type input port
qor: synth.yosys-stat-area 0.00103 mm2
qor: clocking.cts-buffers-inserted 3
qor: global_route.globalRoute.totalOverflow 0
qor: min_path.hold_path_depth 0
qor: clocking.postCtsResizedCells 0
qor: worst_setup_path.critical_path.reg2reg.endpoint buf_tx[0]
qor: clocking.cts_root_buffer sky130_fd_sc_hd__clkbuf_8
qor: clocking.cts_tree yes
qor: drt.post_drt_via_cell_ratio 2.60
qor: job.max-cap-violations 0
qor: final_timing.grt_setup_unrepaired no
qor: synth.most_instantiated_library_cell_after_synthesis sky130_fd_sc_hd__edfxtp_1
qor: die.io-pin-count 12
qor: synth.synth.yosys.seq_area_share 65.9%
qor: clocking.postcts_setup_bufs 0
qor: clocking.h_tree_level_count 1
qor: finish.filler_cell_count 1,101
qor: die.die_x 120 um
qor: job.warning_count 25
qor: global_route.grt_max_degree 15
qor: final_timing.totalNegativeSetupSlack 0 ns
## state kept, by name, indices dropped and copies added (netlist names)
| register | flops |
|---|---|
| bits_sent | 8 |
| buf_tx | 8 |
| state | 8 |
| txbit | 1 |
| txdone | 1 |
## power breakdown
| group | total (uW) | internal [uW] | leakage [uW] | switching (uW) |
|---|---|---|---|---|
| logic | 21.9 | 14.6 | 0.000149 | 7.37 |
| clock network | 170 | 83.6 | 0.0000228 | 86.5 |
| registers | 342 | 339 | 0.000218 | 2.66 |
## logic make-up after synthesis
family | share of synthesized area [%]
AND-OR/OR-AND | 4.24
XOR/XNOR | 2.55
adder cells (fa/ha/maj) | 1.21
buffers and inverters | 3.27
flip-flops | 65.9
multiplexers | 7.64
other | 0.363
AND/OR/NAND/NOR | 14.8
## cells in the final DEF, fill, tap and decap left out, drive strengths merged, types with 2 or more instances in the layout
cell	count
nand2	7
mux2	7
clkdlybuf4s50	11
edfxtp	16
nor2b	2
clkbuf	4
nor2	5
xnor2	2
nor4	4
conb	4
nor3	3
o21ai	4
nand3	2
dfxtp	10
and2	2
nor3b	2
## critical path, cell delays in order
cell,delay (ns)
sky130_fd_sc_hd__clkdlybuf4s50_1,0.47
sky130_fd_sc_hd__nor3b_1,0.34
sky130_fd_sc_hd__a31oi_1,0.11
sky130_fd_sc_hd__nor2_1,0.46
## worst max-delay path by stage
stage               end      from  slack [ns]  cells after the start
finish        buf_tx[1]  senddata        1.24                      4
global route  buf_tx[2]  state[4]        1.05                      4
CTS           buf_tx[2]  state[4]        1.24                      4
## metal layers
layer / GRT usage (%) / vias up / part of all wire [%]
li1: - / 302 / -
met1: 3.80 / 269 / 57
met2: 2.96 / 12 / 38
met3: 0.904 / 0 / 5.3
met4: 0 / 0 / 0
met5: 0 / - / 0
## through the flow
| step | power [uW] | worst slack [ns] | hold slack (ns) | util, % |
|---|---|---|---|---|
| final | 534 | 1.24 | 0.354 | 13.6 |
| after global routing | 558 | 1.05 | 0.363 | 13.6 |
| after CTS | 540 | 1.24 | 0.356 | 13.6 |
| after detailed placement | 371 | 0.971 | 0.340 | 13.2 |
| after global placement | 371 | 0.998 | 0.339 | 13.2 |
| after floorplan | 359 | 1.67 | 0.406 | - |
## area by class of cell
class / instances / area share, %
multi-input cells: 50 / 24.7
well taps: 133 / 12.5
flip-flops and latches: 26 / 51.1
clock buffers: 4 / 3.38
repair buffers: 11 / 8.27
Power is estimated from default activity; no workload was simulated.
